$ cat flow/run.sh
#!/bin/bash
# OpenROAD 26Q1-2900-gdf79404cd8, Yosys 0.63+post, stock flow scripts
make -C /OpenROAD-flow-scripts/flow DESIGN_CONFIG=/design/flow/config.mk WORK_HOME=/design/flow/orfs finish
$ cat flow/config.mk
export PLATFORM = sky130hd
export DESIGN_NAME = seq_det_11x1
export DESIGN_NICKNAME = seq_det_11x1
export VERILOG_FILES = /design/flow/design.v
export SDC_FILE = /design/flow/constraint.sdc
export NUM_CORES = 4
export LEC_CHECK = 1
export CORE_AREA = 10 10 70 70
export DIE_AREA = 0 0 80 80
$ cat flow/constraint.sdc
current_design seq_det_11x1

set clk_period 1.0
set clk_io_pct 0.2

create_clock -name clk0 -period $clk_period [get_ports {clk}]

set non_clock_inputs [all_inputs -no_clocks]
set_input_delay [expr $clk_period * $clk_io_pct] -clock clk0 $non_clock_inputs
set_output_delay [expr $clk_period * $clk_io_pct] -clock clk0 [all_outputs]
$ cat flow/design.v
module seq_det_11x1 #(
parameter s0 = 3'b000,
parameter s1 = 3'b001,
parameter s2 = 3'b010,
parameter s3 = 3'b011,
parameter s4 = 3'b100)
(
    input i_seq,                                
    input clk,
    input rst_n,                                
    output reg o_seq_detect                     
);
reg [2:0] r_present_state;
reg [2:0] r_next_state;
always @(posedge clk , negedge rst_n) begin
    if (~rst_n) begin
        r_present_state <= s0;                      
    end
    else begin
        r_present_state <= r_next_state;            
    end
end
always @ *
begin
    case (r_present_state)
    s0 : o_seq_detect  <= 1'b0;
    s1 : o_seq_detect  <= 1'b0;
    s2 : o_seq_detect  <= 1'b0;
    s3 :begin                                           
            if (i_seq == 1'b1) begin
                o_seq_detect  <= 1'b1;
            end
            else begin
                o_seq_detect  <= 1'b0;
            end
        end
    s4 :begin
            if (i_seq == 1'b1) begin
                o_seq_detect  <= 1'b1;
            end
            else begin
                o_seq_detect  <= 1'b0;
            end
        end
    default : o_seq_detect  <= 1'b0;
    endcase
end
always @ *
begin
    case (r_present_state)
    s0 :begin 
            if (i_seq == 1'b0) begin
                r_next_state <= s0;
            end
            else begin 
                r_next_state <= s1;
            end
        end
    s1 :begin 
            if (i_seq == 1'b1) begin
                r_next_state <= s2;
            end
            else begin
                r_next_state <= s3;
            end
        end
    s2 :begin 
            if (i_seq == 1'b1) begin
                r_next_state <= s4;
            end
            else begin
                r_next_state <= s3;
            end
        end
    s3 :begin 
            if (i_seq == 1'b1) begin
                r_next_state <= s0;
            end
            else begin 
                r_next_state <= s0;
            end
        end
    s4 :begin 
            if (i_seq == 1'b1) begin
                r_next_state <= s0;
            end
            else begin 
                r_next_state <= s0;
            end
        end
    default :begin 
             r_next_state <= s0;
             end
    endcase
end
endmodule 
==> qor.csv <==
metric,value,unit
outcome,"finished, violations left",
failing checks,negative setup slack,
CTS tree,yes,
most numerous logic cell after layout,dfrtp_1,
placed insts,64,
Final Instance Count excl. Fillers,70,
initial antenna violation count,0,
vias in the first global route,149,
Startpoint Class,flip-flop,
Comb pwr share,0.112,
internal power,0.414,mW
top cell type by total area after synthesis,dfrtp_1,
WL/cell,5.67,um
smallest setup slack after layout,-0.126,ns
"Slew Viols, Final",0,
# IOs,4,
largest net degree at the start of global routing,6,
max FFs per register,5,
vias,132,
switching power,0.120,mW
WS Path Type,flip-flop to output port,
Post-Route WL,397,um
Yosys cell types,7,
fp util,0.0513,
Hold WC Path Type,input pin to async pin,
stage-log warning count,27,
Biggest register,r_present_state,
Flops after synth,5,
clock latency (worst-skew pair),0.24,ns
chip height,80,um
Worst Skew,0.00366,ns
biggest area cells,"dfrtp_1, dfstp_2, and2_2",
Max-slew headroom,0.852,
Critical Path AT,0.93,ns
crit end category,output port,
VDD IR-drop max,0.516,mV
Initial DRT Pass Iterations,1,
pre-CTS setup slack,-0.554,ns
cell count after synthesis,14,
PortBufs,3,
f_max,0.888,GHz
Top-area cell share,0.571,
critical path data required time,0.80,ns
core footprint,3420,um2
Sw Share,0.225,
total die size,6400,um2
Worst-Margin Slew,0.222,ns
cts hold-fix bufs,0,
grt total ovfl,0,
Synth Cell Area,175,um2
Worst-path clk slew,0.05,ns
biggest regs,r_present_state (5),
n_diodes,0,
layout cells sized above 1,0.542,
Tot Pwr,0.534,mW
Clock Path Buffers,2,
Yosys chip area,175,um2
CTS root buffer,clkbuf_4,
most frequent cells in the layout,"dfrtp_1, and2_2, clkbuf_4, buf_4, nor2_1",
Routed Antenna Nets,0,
post-route clock period utilization,1.13,
Via density,1.89,
RSZ-0062 raised after global routing,true,
sequential share of power,0.444,
sequential element share of the synthesized area,0.721,
endpoints failing hold,0,
crit path time final,1.13,ns
CTS buffer count,3,
Setup Viol. Count Final,1,
area delta synth->final,82.9,%
pwr dens,1670,nW/um2
max-cap violations,0,
Clock power frac,0.444,
DR iter-0 viols,0,
H-tree Lvls,1,
chip width,80,um
yosys cell count,14,
Leak,0.137,nW
gpl congestion,0.670,
number of remaining DRC errors,0,
GRT Overall Usage,0.0151,
num rows,21,
mean post-synth cell area,12.5,um2
Synth Warn #,1,
clk sinks,5,
first-pass GRT wire length,676,um
crit path max fanout,2,
-- path summary, 6_finish.rpt --
kind                                               from                           end  slack (ns)  cells past startpoint
max in group asynchronous                         rst_n  r_present_state[0]$_DFF_PN1_        0.57                      1
setup reg to reg           r_present_state[1]$_DFF_PN0_  r_present_state[0]$_DFF_PN1_        0.12                      4
hold / removal                                    rst_n  r_present_state[1]$_DFF_PN0_        0.17                      1
hold reg to reg            r_present_state[0]$_DFF_PN1_  r_present_state[0]$_DFF_PN1_        0.48                      2
setup / recovery           r_present_state[1]$_DFF_PN0_                  o_seq_detect       -0.13                      3
min in group clk0                                 i_seq  r_present_state[4]$_DFF_PN0_        0.41                      3
-- cells by family (layout without fill, tap and decap cells) --
kind of cell	after synthesis	after routing	share of synthesized area
flops	5	5	0.721
simple gates	7	7	0.229
buf+inv	1	11	0.0214
compound gates	1	1	0.0285
-- layer usage --
layer	part of all wire	routed length [um]	vias to the layer above	track usage
met5	0	0	-	0
met2	0.29	114	7	0.0136
met1	0.53	212	64	0.0195
met3	0.18	71	0	0.0205
li1	-	-	61	-
met4	0	0	0	0.00176
-- Yosys cell counts (all sizes together) --
cell / number
dfstp: 1
dfrtp: 4
nor2b: 1
o21ai: 1
inv: 1
and2: 3
nor2: 3
-- critical path, cell delays in order, from the launching register on --
cell	delay (ns)
dfrtp_1	0.38
nor2_4	0.14
nor2b_4	0.05
buf_2	0.11
-- per-stage QoR --
stage	instance area [um2]	hold slack, ns	TNS [ns]	utilization
3_5_place_dp	270	0.434	-0.763	0.0791
2_1_floorplan	175	-0.0956	0	-
4_1_cts	313	0.180	-0.131	0.0916
6_report	320	0.172	-0.126	0.0938
5_1_grt	320	0.178	-0.163	0.0938
3_3_place_gp	270	0.426	-0.764	0.0791
-- power by group through the flow --
| stage | sequential [mW] | combinational (mW) | clock (mW) |
|---|---|---|---|
| 4_1_cts | 0.237 | 0.0549 | 0.238 |
| 6_report | 0.237 | 0.0597 | 0.237 |
| 5_1_grt | 0.240 | 0.0661 | 0.264 |
-- cell type report --
cell class / instances / area, um2
Tap cell: 46 / 57.6
Fill cell: 410 / 3100
Timing Repair Buffer: 6 / 46.3
Clock buffer: 4 / 26.3
Multi-Input combinational cell: 8 / 60.1
Sequential cell: 5 / 126
Inverter: 1 / 3.75
-- what timing repair did --
action	CTS	global route
resized	8	0
setup endpoints to repair	1	1
pin swaps	1	1
buffers inserted	1	1
Power figures rest on the tool's default switching activity, not on a simulated workload.
